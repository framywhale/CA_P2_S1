==> config.mk <==
export PLATFORM = sky130hd
export DESIGN_NAME = ALU
export DESIGN_NICKNAME = ALU
export VERILOG_FILES = /design/flow/design.v
export SDC_FILE = /design/flow/constraint.sdc
export NUM_CORES = 4
export LEC_CHECK = 1
export CORE_UTILIZATION = 30
==> constraint.sdc <==
current_design ALU

set clk_period 22.1
set clk_io_pct 0.2

create_clock -name clk0 -period $clk_period

set non_clock_inputs [all_inputs -no_clocks]
set_input_delay [expr $clk_period * $clk_io_pct] -clock clk0 $non_clock_inputs
set_output_delay [expr $clk_period * $clk_io_pct] -clock clk0 [all_outputs]
==> design.v <==
`timescale 10ns / 1ns
module ALU(
	input [32 - 1:0] A,
	input [32 - 1:0] B,
	input [3:0] ALUop,
	output Overflow,
	output CarryOut,
	output Zero,
	output reg [32 - 1:0] Result
);
	reg Overflow, CarryOut, Zero;
    reg [32 - 1:0] C, d, t, BF, z;
    reg [7:0] D, T; 
    reg temp;
    always @(*)
    begin
    case(ALUop)
    4'b0000 :    begin
                Overflow = 0;
                CarryOut = 0;
                Zero = 0;
                Result = A & B;
                C = 32'd0;
                d = 32'd0;
                t = 32'd0;
                z = 32'd0;
                BF = 32'd0;
                D = 8'd0;
                T = 8'd0;
                end
    4'b0001 :    begin
                Overflow = 0;
                CarryOut = 0;
                Zero = 0;
                Result = A | B;
                C = 32'd0;
                d = 32'd0;
                t = 32'd0;
                z = 32'd0;
                BF = 32'd0;
                temp = 32'd0;
                D = 8'd0;
                T = 8'd0;
                end
    4'b0010 :    begin
                d = A & B;
                t = A ^ B;
                D[0] = d[3] ^ (t[3] & d[2]) ^ (t[3] & t[2] & d[1]) ^ (t[3] & t[2] & t[1] & d[0]);
                T[0] = t[3] & t[2] & t[1] & t[0];
                D[1] = d[7] ^ (t[7] & d[6]) ^ (t[7] & t[6] & d[5]) ^ (t[7] & t[6] & t[5] & d[4]);
                T[1] = t[7] & t[6] & t[5] & t[4];                
                D[2] = d[11] ^ (t[11] & d[10]) ^ (t[11] & t[10] & d[9]) ^ (t[11] & t[10] & t[9] & d[8]);
                T[2] = t[11] & t[10] & t[9] & t[8];                
                D[3] = d[15] ^ (t[15] & d[14]) ^ (t[15] & t[14] & d[13]) ^ (t[15] & t[14] & t[13] & d[12]);
                T[3] = t[15] & t[14] & t[13] & t[12];   
                D[4] = d[19] ^ (t[19] & d[18]) ^ (t[19] & t[18] & d[17]) ^ (t[19] & t[18] & t[17] & d[16]);
                T[4] = t[19] & t[18] & t[17] & t[16];
                D[5] = d[23] ^ (t[23] & d[22]) ^ (t[23] & t[22] & d[21]) ^ (t[23] & t[22] & t[21] & d[20]);
                T[5] = t[23] & t[22] & t[21] & t[20];
                D[6] = d[27] ^ (t[27] & d[26]) ^ (t[27] & t[26] & d[25]) ^ (t[27] & t[26] & t[25] & d[24]);
                T[6] = t[27] & t[26] & t[25] & t[24];      
                D[7] = d[31] ^ (t[31] & d[30]) ^ (t[31] & t[30] & d[29]) ^ (t[31] & t[30] & t[29] & d[28]);
                T[7] = t[31] & t[30] & t[29] & t[28];    
                C[0] = d[0];
                C[1] = d[1] ^ (t[1] & d[0]);
                C[2] = d[2] ^ (t[2] & d[1]) ^ (t[2] & t[1] & d[0]);
                C[3] = D[0];
                C[7] = D[1] ^ (T[1] & D[0]); 
                C[11] = D[2] ^ (T[2] & D[1]) ^ (T[2] & T[1] & D[0]);   
                C[15] = D[3] ^ (T[3] & D[2]) ^ (T[3] & T[2] & D[1]) ^ (T[3] & T[2] & T[1] & D[0]);                             
                C[4] = d[4] ^ (t[4] & C[3]);
                C[5] = d[5] ^ (t[5] & d[4]) ^ (t[5] & t[4] & C[3]);
                C[6] = d[6] ^ (t[6] & d[5]) ^ (t[6] & t[5] & d[4]) ^ (t[6] & t[5] & t[4] & C[3]);
                C[8] = d[8] ^ (t[8] & C[7]);
                C[9] = d[9] ^ (t[9] & d[8]) ^ (t[9] & t[8] & C[7]);
                C[10] = d[10] ^ (t[10] & d[9]) ^ (t[10] & t[9] & d[8]) ^ (t[10] & t[9] & t[8] & C[7]);
                C[12] = d[12] ^ (t[12] & C[11]);
                C[13] = d[13] ^ (t[13] & d[12]) ^ (t[13] & t[12] & C[11]);
                C[14] = d[14] ^ (t[14] & d[13]) ^ (t[14] & t[13] & d[12]) ^ (t[14] & t[13] & t[12] & C[11]);
                C[16] = d[16] ^ (t[16] & C[15]);
                C[17] = d[17] ^ (t[17] & d[16]) ^ (t[17] & t[16] & C[15]);
                C[18] = d[18] ^ (t[18] & d[17]) ^ (t[18] & t[17] & d[16]) ^ (t[18] & t[17] & t[16] & C[15]);
                C[19] = D[4] ^ (T[4] & C[15]);    
                C[23] = D[5] ^ (T[5] & D[4]) ^ (T[5] & T[4] & C[15]);  
                C[27] = D[6] ^ (T[6] & D[5]) ^ (T[6] & T[5] & D[4]) ^ (T[6] & T[5] & T[4] & C[15]);   
                C[31] = D[7] ^ (T[7] & D[6]) ^ (T[7] & T[6] & D[5]) ^ (T[7] & T[6] & T[5] & D[4]) ^ (T[7] & T[6] & T[5] & T[4] & C[15]);
                C[20] = d[20] ^ (t[20] & C[19]);
                C[21] = d[21] ^ (t[21] & d[20]) ^ (t[21] & t[20] & C[19]);
                C[22] = d[22] ^ (t[22] & d[21]) ^ (t[22] & t[21] & d[20]) ^ (t[22] & t[21] & t[20] & C[19]);
                C[24] = d[24] ^ (t[24] & C[23]);
                C[25] = d[25] ^ (t[25] & d[24]) ^ (t[25] & t[24] & C[23]);
                C[26] = d[26] ^ (t[26] & d[25]) ^ (t[26] & t[25] & d[24]) ^ (t[26] & t[25] & t[24] & C[23]);
                C[28] = d[28] ^ (t[28] & C[27]);
                C[29] = d[29] ^ (t[29] & d[28]) ^ (t[29] & t[28] & C[27]);
                C[30] = d[30] ^ (t[30] & d[29]) ^ (t[30] & t[29] & d[28]) ^ (t[30] & t[29] & t[28] & C[27]);
                Zero = ~(Result || 0);
                Result[31:1] = A[31:1] ^ B[31:1] ^ C[30:0];
                Result[0] = A[0] ^ B[0];
                Overflow = (A[31] & B[31] & ~Result[31]) | (~A[31] & ~B[31] & Result[31]); 
                CarryOut = C[31]; 
                BF = 32'd0;
                temp = 32'd0;
                end    
    4'b0110 :    begin
                BF = ~B + 32'h0000_0001;
                d = A & BF;
                t = A ^ BF;
                D[0] = d[3] ^ (t[3] & d[2]) ^ (t[3] & t[2] & d[1]) ^ (t[3] & t[2] & t[1] & d[0]);
                T[0] = t[3] & t[2] & t[1] & t[0];
                D[1] = d[7] ^ (t[7] & d[6]) ^ (t[7] & t[6] & d[5]) ^ (t[7] & t[6] & t[5] & d[4]);
                T[1] = t[7] & t[6] & t[5] & t[4];                
                D[2] = d[11] ^ (t[11] & d[10]) ^ (t[11] & t[10] & d[9]) ^ (t[11] & t[10] & t[9] & d[8]);
                T[2] = t[11] & t[10] & t[9] & t[8];                
                D[3] = d[15] ^ (t[15] & d[14]) ^ (t[15] & t[14] & d[13]) ^ (t[15] & t[14] & t[13] & d[12]);
                T[3] = t[15] & t[14] & t[13] & t[12];   
                D[4] = d[19] ^ (t[19] & d[18]) ^ (t[19] & t[18] & d[17]) ^ (t[19] & t[18] & t[17] & d[16]);
                T[4] = t[19] & t[18] & t[17] & t[16];
                D[5] = d[23] ^ (t[23] & d[22]) ^ (t[23] & t[22] & d[21]) ^ (t[23] & t[22] & t[21] & d[20]);
                T[5] = t[23] & t[22] & t[21] & t[20];
                D[6] = d[27] ^ (t[27] & d[26]) ^ (t[27] & t[26] & d[25]) ^ (t[27] & t[26] & t[25] & d[24]);
                T[6] = t[27] & t[26] & t[25] & t[24];      
                D[7] = d[31] ^ (t[31] & d[30]) ^ (t[31] & t[30] & d[29]) ^ (t[31] & t[30] & t[29] & d[28]);
                T[7] = t[31] & t[30] & t[29] & t[28];    
                C[0] = d[0];
                C[1] = d[1] ^ (t[1] & d[0]);
                C[2] = d[2] ^ (t[2] & d[1]) ^ (t[2] & t[1] & d[0]);
                C[3] = D[0];
                C[7] = D[1] ^ (T[1] & D[0]); 
                C[11] = D[2] ^ (T[2] & D[1]) ^ (T[2] & T[1] & D[0]);   
                C[15] = D[3] ^ (T[3] & D[2]) ^ (T[3] & T[2] & D[1]) ^ (T[3] & T[2] & T[1] & D[0]);                             
                C[4] = d[4] ^ (t[4] & C[3]);
                C[5] = d[5] ^ (t[5] & d[4]) ^ (t[5] & t[4] & C[3]);
                C[6] = d[6] ^ (t[6] & d[5]) ^ (t[6] & t[5] & d[4]) ^ (t[6] & t[5] & t[4] & C[3]);
                C[8] = d[8] ^ (t[8] & C[7]);
                C[9] = d[9] ^ (t[9] & d[8]) ^ (t[9] & t[8] & C[7]);
                C[10] = d[10] ^ (t[10] & d[9]) ^ (t[10] & t[9] & d[8]) ^ (t[10] & t[9] & t[8] & C[7]);
                C[12] = d[12] ^ (t[12] & C[11]);
                C[13] = d[13] ^ (t[13] & d[12]) ^ (t[13] & t[12] & C[11]);
                C[14] = d[14] ^ (t[14] & d[13]) ^ (t[14] & t[13] & d[12]) ^ (t[14] & t[13] & t[12] & C[11]);
                C[16] = d[16] ^ (t[16] & C[15]);
                C[17] = d[17] ^ (t[17] & d[16]) ^ (t[17] & t[16] & C[15]);
                C[18] = d[18] ^ (t[18] & d[17]) ^ (t[18] & t[17] & d[16]) ^ (t[18] & t[17] & t[16] & C[15]);
                C[19] = D[4] ^ (T[4] & C[15]);    
                C[23] = D[5] ^ (T[5] & D[4]) ^ (T[5] & T[4] & C[15]);  
                C[27] = D[6] ^ (T[6] & D[5]) ^ (T[6] & T[5] & D[4]) ^ (T[6] & T[5] & T[4] & C[15]);   
                C[31] = D[7] ^ (T[7] & D[6]) ^ (T[7] & T[6] & D[5]) ^ (T[7] & T[6] & T[5] & D[4]) ^ (T[7] & T[6] & T[5] & T[4] & C[15]);
                C[20] = d[20] ^ (t[20] & C[19]);
                C[21] = d[21] ^ (t[21] & d[20]) ^ (t[21] & t[20] & C[19]);
                C[22] = d[22] ^ (t[22] & d[21]) ^ (t[22] & t[21] & d[20]) ^ (t[22] & t[21] & t[20] & C[19]);
                C[24] = d[24] ^ (t[24] & C[23]);
                C[25] = d[25] ^ (t[25] & d[24]) ^ (t[25] & t[24] & C[23]);
                C[26] = d[26] ^ (t[26] & d[25]) ^ (t[26] & t[25] & d[24]) ^ (t[26] & t[25] & t[24] & C[23]);
                C[28] = d[28] ^ (t[28] & C[27]);
                C[29] = d[29] ^ (t[29] & d[28]) ^ (t[29] & t[28] & C[27]);
                C[30] = d[30] ^ (t[30] & d[29]) ^ (t[30] & t[29] & d[28]) ^ (t[30] & t[29] & t[28] & C[27]);
                Result[31:1] = A[31:1] ^ BF[31:1] ^ C[30:0];
                Result[0] = A[0] ^ BF[0];
                CarryOut = ~C[31] && B;
                Overflow = (A[31] & ~B[31] & ~Result[31]) | (~A[31] & B[31] & Result[31]);
                Zero = ~(Result || 0);
                temp = 32'd0;
                end
    4'b0111 :   begin                                               
                CarryOut = 0;
                Zero = 0;
                Overflow = 0;
                if (A[32 - 2:0] < B[32 - 2:0]) 
                   temp = 1;
                else 
                   temp = 0;
                if(~A[32 - 1] && B[32 - 1])
                    Result = 0;
                else
                if(A[32 - 1] && ~B[32 - 1])
                    Result = 1;
                else
                    Result = temp;
                C = 32'd0;
                d = 32'd0;
                t = 32'd0;
                z = 32'd0;
                BF = 32'd0;
                D = 8'd0;
                T = 8'd0;                
                end
    4'b0011 :   begin
                Overflow = 0;
                CarryOut = 0;
                Zero = 0;
                Result = {B[15:0],16'd0};
                C = 32'd0;
                d = 32'd0;
                t = 32'd0;
                z = 32'd0;
                BF = 32'd0;
                temp = 32'd0;
                D = 8'd0;
                T = 8'd0;
                end    
    4'b0100 :   begin
                Overflow = 0;
                CarryOut = 0;
                Zero = 0;
                Result = A < B ? 32'd1 : 32'd0;
                C = 32'd0;
                d = 32'd0;
                t = 32'd0;
                z = 32'd0;
                BF = 32'd0;
                temp = 32'd0;
                D = 8'd0;
                T = 8'd0;
                end
    4'b0101:    begin  
                Result = B << (A[4:0]);
                Overflow = 0;
                CarryOut = 0;
                Zero = 0;               
                C = 32'd0;
                d = 32'd0;
                t = 32'd0;
                z = 32'd0;
                BF = 32'd0;
                temp = 32'd0;
                D = 8'd0;
                T = 8'd0;
                end            
    default :   begin      
                Overflow = 0;
                CarryOut = 0;
                Zero = 1;
                Result = 32'd0;
                C = 32'd0;
                d = 32'd0;
                t = 32'd0;
                z = 32'd0;
                BF = 32'd0;
                temp = 32'd0;         
                D = 8'd0;
                T = 8'd0;                       
                end
    endcase
    end
endmodule
==> run.sh <==
#!/bin/bash
# OpenROAD 26Q1-2900-gdf79404cd8, Yosys 0.63+post, stock flow scripts
make -C /OpenROAD-flow-scripts/flow DESIGN_CONFIG=/design/flow/config.mk WORK_HOME=/design/flow/orfs finish
==> impl_metrics.yaml <==
# flow metrics
timing:
  rsz0062_at_grt: "false"
  period_used_pct: 79.9
  relSlewSlack_pct: 38.3
  fin_tns_setup_ps: 0
  hold_viol: 0
  finalWorstSetupSlack_ps: 4440
  finalSetupViolations: 0
  worst_pin_slew_ps: 916
  fin_crit_ps: 17660
  fmax_ghz: 0.0566
  final-max-slew-violation-count: 0
  hold-worst-slack_ps: 10020
synth:
  yosysSeqAreaShare_pct: 0
  ys_sh_simple_pct: 23.9
  synthCells: 1179
  synth.logic.top_family: "simple AND/OR/NAND/NOR gates"
  syn_area_um2: 8430
  synthAdderAreaFrac_pct: 22.7
  synthXorXnorAreaFrac_pct: 15.2
  yosys_warnings: 1
  top_cell_area_share_pct: 19.1
  aoi_share_pct: 18.9
  syn_area_per_cell_um2: 7.15
  area_leaders: "ha_1 19%, xnor2_1 11%, mux2i_1 6.8%"
  ys_chip_area_um2: 8430
  yosys_cells: 1179
  yosysTopAreaCell: "ha_1"
  mux_share_pct: 12.7
  synth_cell_types: 80
placed_design:
  gp_congestion: 0.992
  dpl_worst_slack_ps: 4630
  hpwl_um: 28800
  port_buffers: 103
global_routing:
  antenna_found_initial: 0
  grt_pass1_vias: 8667
  grt_util_all_layers_pct: 25.1
  grt_start_max_net_pins: 50
  overflow: 0
  grt_pass1_wl_um: 53600
detailed_routing:
  antenna_left: 0
  drtIter0Drc: 717
  wire_per_inst_um: 21.9
  via_count: 9050
  dr.pass1.iters: 5
  diodes: 0
  vias_per_cell: 5.59
  drc: 0
  drt_wl_total_um: 35400
worst_setup_path:
  arrival_ps: 13240
  start_kind: "input port"
  crit_end: "Zero"
  crit_type: "input port to output port"
  worst-path-max-fanout: 39
  required_ps: 17680
  startpoint: "A[1]"
  endpoint_kind: "output port"
layout:
  nFillCells: 2843
  final_layout_size_suffix_gt1_share_pct: 4.57
  clock_buffer_count: 0
  flops: 0
  synthToLayoutAreaGrowth_pct: 16.8
  lay_top_cells: "129 x ha_1, 128 x nand2_1, 110 x nor2_1, 102 x xnor2_1, 100 x clkdlybuf4s50_1"
  seq_area_um2: 0
  final_common_cell: "ha_1"
clocking:
  cts_hold_buf: 0
  cts.repair.resized: 0
  postCtsSetupBuffers: 0
floorplanning:
  fp_util_pct: 30.9
  die_w_um: 170
  core_region_area_um2: 27300
  num_io_pins: 103
  num_rows: 60
  die_y_um: 170
  dieArea_um2: 28800
power_and_ir_drop:
  leakagePower_nw: 4.11
  worst_ir_drop_vdd_mv: 0.0181
  p_per_area_nw_per_um2: 26.9
  finalPower_uw: 264
worst_hold_path:
  hp-class: "input port to output port"
outcome:
  status: "finished, final reports clean"
job:
  warnings: 97
  cap_violations: 0
==> routing by layer <==
metal | share of wire, % | track usage [%]
met1 | 45 | 35.7
met2 | 44 | 39.1
met3 | 7.6 | 3.85
met4 | 3.7 | 7.48
met5 | 0 | 0
==> power breakdown <==
| part | leakage (nW) | internal (mW) | switching (mW) |
|---|---|---|---|
| clock network | 0 | 0 | 0 |
| logic | 4.11 | 0.109 | 0.155 |
| registers | 0 | 0 | 0 |
| total | 4.11 | 0.109 | 0.155 |
==> cell families (layout without fill, tap and decap cells) <==
family / after synthesis / count (layout)
muxes: 82 / 82
adders and majority gates: 144 / 144
and+or+nand+nor: 416 / 416
buffers and inverters: 151 / 218
AOI/OAI and AO/OA: 241 / 241
xor gates and xnor gates: 145 / 145
==> layout make-up <==
class / instances / area (um2) / share of cell area, %
Multi-Input combinational cell: 1028 / 7860 / 79.9
Timing Repair Buffer: 121 / 1150 / 11.7
Tap cell: 372 / 465 / 4.73
Inverter: 97 / 364 / 3.70
==> stage by stage <==
stage / std cells / cell area (um2) / util (%)
6_report: 1618 / 9840 / 36.1
5_1_grt: 1618 / 9840 / 36.1
4_1_cts: 1618 / 9840 / 36.1
3_5_place_dp: 1618 / 9840 / 36.1
3_3_place_gp: 1618 / 9840 / 36.1
2_1_floorplan: 1179 / 8430 / -
==> synth_stat cells (all sizes together) (4+ instances only) <==
cell type  instances
ha               129
nand2            128
nor2             110
xnor2            102
inv               94
a21oi             70
mux2i             58
o21ai             54
nor3              43
xor2              43
clkbuf            42
nand2b            20
nand3             20
mux4              19
fa                15
nor4              15
o22ai             15
nand4             13
buf               12
a211oi            11
a22oi             10
and2               9
and3               9
nor2b              9
o221ai             8
or4                8
o211ai             7
o21bai             7
a221o              6
mux2               5
a21boi             4
a222oi             4
a31oi              4
nand3b             4
nand4b             4
nor3b              4
o211a              4
o32ai              4
or3                4
==> worst min path at each step <==
stage	start	end	slack, ps	cells past startpoint
final	ALUop[1]	Result[1]	10020	5
after CTS	ALUop[1]	Result[1]	10050	5
after global routing	ALUop[1]	Result[1]	10090	5
==> critical path: stages <==
cell	delay [ps]
clkdlybuf4s50_1	450
buf_4	390
clkinv_1	680
ha_1	560
a21bo_2	240
a21oi_4	140
mux2i_1	380
mux2i_1	330
xnor2_1	150
or4b_1	550
a21o_1	250
and4_4	220
or4_4	530
and2_1	190
fa_1	420
mux2i_1	150
o22a_1	160
o21ai_0	80
a21oi_1	150
o21ai_0	140
nor2_1	140
nand4b_1	100
nor4_1	350
or4bb_1	530
or4_1	430
or4_1	480
o21bai_1	130
clkdlybuf4s50_1	470
Power is estimated from default activity; no workload was simulated.
